$ cat ./config.mk
export PLATFORM = sky130hd
export DESIGN_NAME = fir
export DESIGN_NICKNAME = fir
export VERILOG_FILES = /design/flow/design.v
export SDC_FILE = /design/flow/constraint.sdc
export NUM_CORES = 4
export LEC_CHECK = 1
export CORE_UTILIZATION = 50
$ cat ./constraint.sdc
current_design fir

set clk_period 20.0
set clk_io_pct 0.2

create_clock -name clk0 -period $clk_period [get_ports {clk}]

set non_clock_inputs [all_inputs -no_clocks]
set_input_delay [expr $clk_period * $clk_io_pct] -clock clk0 $non_clock_inputs
set_output_delay [expr $clk_period * $clk_io_pct] -clock clk0 [all_outputs]
$ cat ./design.v
module fir (
input [15:0] signal,
input clk, 
output [15:0] out,
output [15:0] f1,
output [31:0] f2,f3,f4,
output [15:0] fo1
);
parameter signed[15:0] A0 = 16'b1_1111_11111110111; 
parameter signed[15:0] A1 = 16'b1_1111_11111110101; 
parameter signed[15:0] A2 = 16'b1_1111_11111110110; 
parameter signed[15:0] A3 = 16'b0_0000_00000010010;
parameter signed[15:0] A4 = 16'b0_0000_00001011010;
parameter signed[15:0] A5 = 16'b0_0000_00011001101;
parameter signed[15:0] A6 = 16'b0_0000_00101000111;
parameter signed[15:0] A7 = 16'b0_0000_00110010111;
parameter signed[15:0] A8 = 16'b0_0000_00110010111;
parameter signed[15:0] A9 = 16'b0_0000_00101000111;
parameter signed[15:0] A10 = 16'b0_0000_00011001101;
parameter signed[15:0] A11 = 16'b0_0000_00001011010;
parameter signed[15:0] A12 = 16'b0_0000_00000010010;
parameter signed[15:0] A13 = 16'b1_1111_11111110110;
parameter signed[15:0] A14 = 16'b1_1111_11111110101;
parameter signed[15:0] A15 = 16'b1_1111_11111110111;
wire [15:0] fix;
fixed f(.data(signal),.fixed(fix));
reg signed[15:0] d0,d1,d2,d3,d4,d5,d6,d7,d8,d9,d10,d11,d12,d13,d14,d15;
reg signed[31:0] p0,p1,p2,p3,p4,p5,p6,p7,p8,p9,p10,p11,p12,p13,p14,p15;
wire [15:0] o1,o2,o3,o4,o5,o6,o7;
initial begin
d0=16'd0; d1=16'd0; d2=16'd0; d3=16'd0; d4=16'd0; d5=16'd0; d6=16'd0; d7=16'd0; d8=16'd0; d9=16'd0; d10=16'd0; d11=16'd0; d12=16'd0; d13=16'd0; d14=16'd0; d15=16'd0;
p0=16'd0;p1=16'd0;p2=16'd0;p3=16'd0;p4=16'd0;p5=16'd0;p6=16'd0;p7=16'd0;p8=16'd0;p9=16'd0;p10=16'd0;p11=16'd0;p12=16'd0;p13=16'd0;p14=16'd0;p15=16'd0;
end
always@(posedge clk)
begin
  d0<=fix;
  d1<=d0;
  d2<=d1;
  d3<=d2;
  d4<=d3;
  d5<=d4;
  d6<=d5;
  d7<=d6;
  d8<=d7;
  d9<=d8;
  d10<=d9;
  d11<=d10;
  d12<=d11;
  d13<=d12;
  d14<=d13;
  d15<=d14;
end
always@(negedge clk)
begin
  p0<=A0*d0;
  p1<=A1*d1;
  p2<=A2*d2;
  p3<=A3*d3;
  p4<=A4*d4;
  p5<=A5*d5;
  p6<=A6*d6;
  p7<=A7*d7;
  p8<=A8*d8;
  p9<=A9*d9;
  p10<=A10*d10;
  p11<=A11*d11;
  p12<=A12*d12;
  p13<=A13*d13;
  p14<=A14*d14;
  p15<=A15*d15;
end
assign o1=p0[26:11]+p1[26:11]+p2[26:11]; 
assign o2=p3[26:11]+p4[26:11]+p5[26:11];
assign o3=p6[26:11]+p7[26:11]+p8[26:11];
assign o4=p9[26:11]+p10[26:11]+p11[26:11];
assign o5=p12[26:11]+p13[26:11]+p14[26:11];
assign o6=o1+o2+o3;
assign o7=o4+o5+p15[26:11];
assign out=o6+o7;
assign f1=d0;
assign f2=p0;
assign f3=p1;
assign f4=p2;
assign fo1=o1;
endmodule
module fixed(
input [15:0] data,
output [15:0] fixed
);
wire sign,expo_sign;
wire [3:0] expo_value;
wire [9:0] value;
reg [14:0] fixed_value,v_abs;
assign sign = data[15];
assign expo_sign = data[14];
assign expo_value =data[13:10];
assign value = data[9:0];
initial begin
  fixed_value<=15'b0;
end
always @ (*) begin
  if(data==16'b0) fixed_value<=0;
  else begin
    if(expo_value==0) fixed_value<={4'b0001,value,1'b0};
    else if(expo_sign) 
            fixed_value<={1'b1,value}<<(expo_value-1);
        else 
            fixed_value<={1'b1,value}>>(expo_value-1);
end
end
always @(*)
begin
  if(sign)
  v_abs=(fixed_value^16'hFFFF)+1;
  else v_abs=fixed_value;
end
assign fixed={sign,v_abs};
endmodule
$ cat ./run.sh
#!/bin/bash
# OpenROAD 26Q1-2900-gdf79404cd8, Yosys 0.63+post, stock flow scripts
make -C /OpenROAD-flow-scripts/flow DESIGN_CONFIG=/design/flow/config.mk WORK_HOME=/design/flow/orfs finish
==> summary.txt <==
Synthesis and place-and-route results.

- The flow ran to the end, but the final reports show violations.
- The final reports fail on negative setup slack.
- After synthesis, the chip area reported by Yosys is 48,500 sq um.
- The run reported a max-capacitance violation count of 0.
- The placed cell count is 6,367.
- The count of state elements after synthesis is 484.
- Setup repair after global routing could not meet its margin everywhere.
- The core utilization at floorplan is 0.508.
- The via count of the first global-routing pass is 33,921.
- The cell-mix breakdown from Yosys lists the adder-cell area share as 0.491.
- The count of nets left with antenna violations once routing finished came out at 0.
- Looking at the global route congestion table, the highest-usage layer is met1.
- After synthesis, the share of cell area in mux cells is 0.0125.
- The initial antenna violation count was 5.
- Buffers placed on the I/O ports in this run total 159.
- The worst clock skew on the final layout is 0.0355 ns.
- Yosys reported that registers with async set or reset make up 0.
- The dominant cell type by count on the critical path is sky130_fd_sc_hd__fa_1.
- The TritonCTS clock tree is built.
- The filler cell count is 8,192.
- The layout report lists the combined flip-flop and latch area as 9690 sq um.
- The worst setup path is captured at an output pin.
- The floorplan die width is 314 um.
- The proportion of synthesized chip area in sequential cells is 0.200.
- The first global-routing pass estimated 180 mm of wire.
- The final timing report gives a worst setup slack of -1.61 ns.
- Yosys instantiated no cell more often than sky130_fd_sc_hd__inv_1.
- The multi-input logic area is 34,600 sq um.
- The max-slew violation count is 0.
- The worst-margin pin slew is 0.968 ns.
- The global routing met2 resource utilization is 0.357.
- The number of rows created at floorplan is 113.
- Summed over all layers, the routed wires come to 110 mm.
- The cell count after synthesis came out at 4,863.
- The DRC violation total left in the routed layout is recorded as 0.
- STA puts the critical path data required time at 16.00 ns.
- For this run, global-route usage on met3 was measured as 0.0995.
- The chip area is 98,300 sq um.
- As reported, the later end of the worst-skew pair has a clock insertion delay of 0.67 ns.
- The largest area contributor in the synthesized netlist is sky130_fd_sc_hd__ha_1.
- Setup total negative slack on the finished layout was measured at -12.64 ns.
- The worst setup path is launched from a register.
- The final hold slack is 0.361 ns.
- The average size of a mapped cell is 9.98 sq um.
- The share of synthesized cell area in and, or, nand and nor gates is 0.0612.
- The count of vias placed by the detailed router is 32,861.
- Counting along the longest clock path gives a buffer depth of 3.
- The type of the most critical hold path is register to register.
- The primary flip-flop cell chosen by synthesis mapping is sky130_fd_sc_hd__dfxtp_1.
- The number of buffers inserted by hold repair at cts is 0.
- The fraction of final layout cells with drive strength greater than 1 is 0.0817.
- The number of warnings printed during yosys synthesis is 2.
- The worst setup path is of the register to output pin kind.
- The number of clock sinks is 484.
- Sorting the synthesized cells by how often they occur yields sky130_fd_sc_hd__inv_1, sky130_fd_sc_hd__ha_1, sky130_fd_sc_hd__fa_1, sky130_fd_sc_hd__dfxtp_1, sky130_fd_sc_hd__xnor2_1.
- Per the timing report, the biggest fanout along the worst path comes to 4.
- The area fraction of the largest cell type after synthesis is 0.250.
- The synthesized area is 48,500 sq um.
- Counting flops with a built-in enable in the synthesized netlist gives 0.
- The flow measured a signed area growth from synthesis to layout of 16.1%.
- Counting the buffers created by CTS gives 59.
- Looking at the worst setup and hold paths, the clock pins of their registers show a slew of 0.06 ns.
- The congestion estimate from routability-driven global placement came to 0.925.
- Ranked by total cell area, the synthesized netlist is headed by sky130_fd_sc_hd__ha_1, sky130_fd_sc_hd__fa_1, sky130_fd_sc_hd__dfxtp_1.
- For this design, the slowest cell found on the critical path is sky130_fd_sc_hd__fa_1.
- Once layout is complete, the utilization of the core stands at 0.589.
- In the Yosys stats the netlist draws on 80 distinct library cells.
- Checking max transition, the worst relative margin is 0.349.
- The data arrival time of the worst path is 17.61 ns.
- The root cell of the clock tree is sky130_fd_sc_hd__clkbuf_16.
- The total track usage is 0.250.
- Entering global routing, the biggest net connects 33 pins.
- The iteration-0 DRC count of the detailed router is 1,289.
- The number of cells reported by Yosys stat comes to 4,863.
- Of the total synthesized cell area, the portion taken by AND-OR and OR-AND cells is 0.0743.
- Of the total synthesized cell area, the portion taken by XOR and XNOR cells is 0.0581.
- The critical path's largest stage delay is 0.54 ns.
- The top-level I/O count is 161.
- The OpenROAD warning count is 293.
- The fraction of met1 tracks used by global routing is 0.380.
- The vertical die size is 314 um.
- Per the GRT congestion report, total overflow comes to 0.
- Yosys shows that the main logic family after synthesis is adder cells.
- The number of hold violations in the final report is 0.
- The first-pass iteration count of the detailed router is 5.
- The finished layout holds 6,737 standard cells, fillers aside.
- Per the finish-stage timing summary, setup violations number 14.
- After detailed routing, the average wire length per cell comes to 16.3 um.
- After detailed routing, the number of vias per cell comes to 4.88.
- Detailed placement finished with a half-perimeter wire length of 92.5 mm.
- The registers reported with the highest flop counts are p0 x21, p1 x21, p2 x20.
- The core region is 95,600 sq um.
- In this run the number of H-tree levels came out at 2.
==> layout by cell type, fill, tap and decap left out, drive strengths merged, types with 9 or more instances in the layout <==
cell type	netlist	layout
o21ai	120	120
clkbuf	18	77
a21o	50	50
dfxtp	484	484
nor2b	29	29
clkinvlp	0	9
a211oi	17	17
ha	968	968
mux2i	18	18
o31a	9	9
or3	20	20
clkdlybuf4s50	0	147
a21oi	135	135
nor3	64	64
o21bai	19	19
o31ai	13	13
fa	584	584
nand4	19	19
and3	14	14
buf	45	184
a21boi	12	12
nand2	109	109
o41ai	9	9
inv	1233	1466
xnor2	240	240
nand2b	27	27
and2	29	29
xor2	80	80
nor2	192	192
nand3	59	59
a31oi	29	29
o2111ai	10	10
clkinv	1	18
nor4	9	9
mux2	26	26
o211ai	16	16
or2	12	12
o21a	47	47
==> what timing repair did <==
action	4_1_cts	5_1_grt
resized	137	54
pin swaps	56	53
setup endpoints to repair	14	14
cloned	0	0
setup buffers	26	11
==> layer usage <==
layer  vias up  share of wire
met4         0          0.023
li1      16653              -
met5         -              0
met1     15367           0.46
met2       718           0.42
met3       123           0.10
==> stage by stage <==
step / cell area [sq um] / worst slack, ns
floorplan: 48600 / -0.425
global placement: 52400 / -1.72
detailed placement: 52400 / -1.70
CTS: 56000 / -1.77
global route: 56300 / -2.01
finish: 56300 / -1.61
==> area by class of cell <==
type | instances | share of cell area
flip-flops and latches | 484 | 0.172
multi-input cells | 3082 | 0.614
well taps | 1265 | 0.0281
clock buffers | 76 | 0.0310
repair buffers | 333 | 0.0517
inverters | 1233 | 0.0822
clock inverters | 263 | 0.0210
diodes | 1 | 0.0000444
==> logic make-up after synthesis <==
kind of cell	count (synthesis)
compound gates	550
xor+xnor	320
fa+ha+maj	1552
simple gates	609
buf+inv	1297
other cells	1
flops	484
mux	50
==> path summary, 6_finish.rpt <==
path	from	endpoint	slack (ns)	cells past startpoint
setup / recovery	p0[12]$_DFF_N_	out[14]	-1.61	29
hold / removal	d12[1]$_DFF_P_	d13[1]$_DFF_P_	0.36	0
setup reg to reg	d8[6]$_DFF_P_	p8[25]$_DFF_N_	4.27	17
hold reg to reg	d12[1]$_DFF_P_	d13[1]$_DFF_P_	0.36	0
==> worst max-delay path, delay by kind of cell (launching register included) <==
family / cells / cell delay [ns]
fa+ha+maj: 8 / 3.19
compound gates: 12 / 1.88
simple gates: 4 / 0.98
flops: 1 / 0.32
xor+xnor: 2 / 0.32
buf+inv: 3 / 0.22
